### ./design.v
module single_port_ram
#(parameter WIDTH=32) 
(
	input [WIDTH-1:0] addr,
	input [WIDTH-1:0] data,
	input we, clk,
	output [WIDTH-1:0] q
);
	reg [31:0] ram[31:0];
	always @ (posedge clk)
	begin
		if (we)
		begin
			ram[addr] <= data;
		end
	end
	assign q = ram[addr];
endmodule
### ./run.sh
#!/bin/bash
# OpenROAD 26Q1-2900-gdf79404cd8, Yosys 0.63+post, stock flow scripts
make -C /OpenROAD-flow-scripts/flow DESIGN_CONFIG=/design/flow/config.mk WORK_HOME=/design/flow/orfs finish
### ./config.mk
export PLATFORM = sky130hd
export DESIGN_NAME = single_port_ram
export DESIGN_NICKNAME = single_port_ram
export VERILOG_FILES = /design/flow/design.v
export SDC_FILE = /design/flow/constraint.sdc
export NUM_CORES = 4
export LEC_CHECK = 1
export CORE_UTILIZATION = 40
### ./constraint.sdc
current_design single_port_ram

set clk_period 7.4
set clk_io_pct 0.2

create_clock -name clk0 -period $clk_period [get_ports {clk}]

set non_clock_inputs [all_inputs -no_clocks]
set_input_delay [expr $clk_period * $clk_io_pct] -clock clk0 $non_clock_inputs
set_output_delay [expr $clk_period * $clk_io_pct] -clock clk0 [all_outputs]
==> impl_metrics.tcl <==
# metrics dict for downstream scripts
set metrics [dict create \
    outcome "complete, no violations" \
    top_regs "ram: 1024 flops" \
    clk_pin_slew_worst_paths_ns 0.06 \
    layout_top_cell "edfxtp_1" \
    wl_mm 93.5 \
    yosysChipArea_um2 39100 \
    postCtsSetupRepairBufs 0 \
    arrival_ns 4.96 \
    warnings 53 \
    htreeDepth 3 \
    worst_pin_slew_ns 1.03 \
    path_delay_family "simple AND/OR/NAND/NOR gates" \
    cts_root_buf "clkbuf_16" \
    hold_buffers 0 \
    p_leak_nw 15.3 \
    finalSetupTns_ns 0 \
    grt_pass1_vias 20514 \
    crit_top_cell "clkdlybuf4s50_1" \
    multiInputGateArea_um2 7890 \
    cts_sinks 1024 \
    grt_usage_pct 20.7 \
    regArea_um2 30700 \
    synth.cell_area_um2 39100 \
    nFillCells 7880 \
    slew_violations 0 \
    slowest_delay_ns 1.00 \
    maxCapViolations 0 \
    clockBufferDepth 3 \
    dieHeight_um 315 \
    drt_iter0_drc 1056 \
    initCoreUtil_pct 40.4 \
    fin_crit_sh_pct 87.0 \
    coreArea_um2 96700 \
    antenna_found_initial 4 \
    fp.dieW_um 315 \
    worst_hold_slack_ns 1.63 \
    fin_ws_ns 0.962 \
    dr_total_vias 19840 \
    grt_pass1_wl_mm 135 \
    hold_violations 0 \
    syn_area_per_cell_um2 18.8 \
    place_congestion 0.826 \
    cts_buffers 99 \
    start_kind "input pin" \
    portBuffers 70 \
    ys_ff 1024 \
    largest_area_cell "edfxtp_1" \
    setup_viol 0 \
    synth_cell_types 22 \
    crit_slowest_cell "clkdlybuf4s50_1" \
    rsz0062_at_grt "false" \
    yosysTopAreaCellShare_pct 78.6 \
    vias_per_cell 5.56 \
    grt_max_degree 99 \
    yosysCellCount 2075 \
    period_needed_ns 6.44 \
    drive_gt1_share_pct 12.5 \
    drt_pass1_iterations 5 \
    ys.warnings.count 1 \
    cts_resized 0 \
    worst-setup-path-type "in -> out" \
    required_ns 5.92 \
    antenna_cells 0 \
    layout_top_cells "edfxtp_1, mux2i_1, o22ai_1" \
    path_buffers 2 \
    slew_headroom_pct 31.4 \
    wl_per_cell_um 26.2 \
    io_pins 98 \
    chipArea_um2 99000 \
    crit_path_max_fanout 24 \
    postSynthSeqShare_pct 78.6 \
    ant_nets 0 \
    area_growth_pct 14.7 \
    largest_register_ffs 1024 \
    topCellsByArea "edfxtp_1, mux2i_1, o22ai_1" \
    peakVddDrop_mv 0.219 \
    min_path_type "in -> reg" \
    ys_sh_simple_pct 2.30 \
    cts_tree "yes" \
    syn_inst 2075 \
    dp_hpwl_mm 51.0 \
    ys_sh_adder_pct 0 \
    mux_area_share_pct 13.1 \
    ys_top_logic_family "multiplexers" \
    fp-row-count 114 \
    ys_sh_xor_pct 0 \
    top_register "ram" \
    power.density_nw_per_um2 263 \
    pre_cts_ws_ns 0.934 \
    grt-ovfl-total 0 \
    crit_chain "clkdlybuf4s50_1 > or4b_2 > o22ai_1 > nor4_1 > nand2_1 > clkdlybuf4s50_1" \
    max_freq_mhz 155 \
    yosys.area_share.aoi_pct 4.10 \
    drc_errors 0 \
    endpoint_kind "primary output" \
]
-- area by class of cell --
class,count,share of cell area (%)
tap,1276,3.56
timing repair buffer,170,3.44
clock inverter,51,0.940
multi-input combinational,925,17.6
sequential,1024,68.6
clock buffer,124,5.92
-- cells in the mapped netlist, drive strengths merged --
cell type and n:
clkbuf 23, or4 1, nand2 34, nand3 2, o22ai 256, nor3 4, mux2i 512, nand3b 4
nand4bb 6, nor2 29, or3 1, or4b 4, or3b 3, nand4b 4, edfxtp 1024, buf 103
nand4 1, nor4 64
-- routing by layer --
layer / vias to the layer above / GRT usage (%) / routed length, um
met1: 9624 / 24.2 / 31100
met3: 167 / 16.5 / 16000
met2: 1244 / 30.4 / 43600
li1: 8783 / - / -
met4: 22 / 4.24 / 2200
met5: - / 3.24 / 421
-- where the power goes --
group          switching (mW)  total (mW)  internal (mW)
sequential             0.0140        6.47           6.45
combinational           0.340       0.557          0.217
clock                    2.05        4.77           2.72
-- per-stage QoR --
stage | cell area [um^2] | std cells | total power [mW] | util [%]
floorplan | 39100 | 2075 | 6.87 | -
global placement | 41800 | 3395 | 7.14 | 43.2
detailed placement | 41800 | 3395 | 7.15 | 43.2
CTS | 44900 | 3570 | 11.9 | 46.4
global route | 44900 | 3570 | 12.2 | 46.4
finish | 44900 | 3570 | 11.8 | 46.4
-- cells by family (layout without fill, tap and decap cells) --
kind of cell           Yosys count  count (layout)
buffers and inverters          126             345
DFF                           1024            1024
muxes                          512             512
and+or+nand+nor                157             157
AOI/OAI and AO/OA              256             256
-- final timing paths --
path | slack (ns) | cells past startpoint | to | from
worst min-delay path | 1.63 | 2 | ram[24][20] | data[20]
worst max-delay path | 0.96 | 6 | q[21] | addr[4]
Power is estimated from default activity; no workload was simulated.
